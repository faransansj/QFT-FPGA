--- design/flow/config.mk ---
export PLATFORM = sky130hd
export DESIGN_NAME = complex_multiplier
export DESIGN_NICKNAME = complex_multiplier
export VERILOG_FILES = /design/flow/design.v
export SDC_FILE = /design/flow/constraint.sdc
export NUM_CORES = 4
export LEC_CHECK = 1
export CORE_UTILIZATION = 30
--- design/flow/design.v ---
module complex_multiplier #(
    parameter INT_WIDTH = 8,     
    parameter FRAC_WIDTH = 8     
) (
    input wire clk,
    input wire rst,
    input wire signed [INT_WIDTH+FRAC_WIDTH-1:0] a_real,
    input wire signed [INT_WIDTH+FRAC_WIDTH-1:0] a_imag,
    input wire signed [INT_WIDTH+FRAC_WIDTH-1:0] b_real,
    input wire signed [INT_WIDTH+FRAC_WIDTH-1:0] b_imag,
    output reg signed [INT_WIDTH+FRAC_WIDTH-1:0] out_real,
    output reg signed [INT_WIDTH+FRAC_WIDTH-1:0] out_imag,
    input wire start,
    output reg done
);
    reg signed [2*(INT_WIDTH+FRAC_WIDTH)-1:0] ac, bd, ad, bc;
    localparam IDLE = 2'b00;
    localparam CALC = 2'b01;
    localparam DONE = 2'b10;
    reg [1:0] state, next_state;
    always @(posedge clk or posedge rst) begin
        if (rst) begin
            state <= IDLE;
        end else begin
            state <= next_state;
        end
    end
    always @(*) begin
        case (state)
            IDLE: next_state = start ? CALC : IDLE;
            CALC: next_state = DONE;
            DONE: next_state = IDLE;
            default: next_state = IDLE;
        endcase
    end
    always @(posedge clk) begin
        case (state)
            IDLE: begin
                done <= 0;
            end
            CALC: begin
                ac <= (a_real * b_real) >>> FRAC_WIDTH;
                bd <= (a_imag * b_imag) >>> FRAC_WIDTH;
                ad <= (a_real * b_imag) >>> FRAC_WIDTH;
                bc <= (a_imag * b_real) >>> FRAC_WIDTH;
            end
            DONE: begin
                out_real <= ac - bd;
                out_imag <= ad + bc;
                done <= 1;
            end
        endcase
    end
endmodule
--- design/flow/constraint.sdc ---
current_design complex_multiplier

set clk_period 7.7
set clk_io_pct 0.2

create_clock -name clk0 -period $clk_period [get_ports {clk}]

set non_clock_inputs [all_inputs -no_clocks]
set_input_delay [expr $clk_period * $clk_io_pct] -clock clk0 $non_clock_inputs
set_output_delay [expr $clk_period * $clk_io_pct] -clock clk0 [all_outputs]
--- design/flow/run.sh ---
#!/bin/bash
# OpenROAD 26Q1-2900-gdf79404cd8, Yosys 0.63+post, stock flow scripts
make -C /OpenROAD-flow-scripts/flow DESIGN_CONFIG=/design/flow/config.mk WORK_HOME=/design/flow/orfs finish
==> flow_metrics.py <==
# Physical implementation metrics
metrics = {
    "outcome": {
        "status": "finished, final reports clean",
    },
    "logic_synthesis": {
        "ys_cells": 3735,
        "async_reset_ff_share_pct": 3.000,
        "top_cell": "inv_1",
        "yosys.cell_types.count": 62,
        "yosys_area_sq_um": 34150,
        "synth_seq_share_pct": 8.754,
        "top_cells_by_count": "inv_1 (1,011), fa_1 (746), and2_1 (453)",
        "synth_area_per_cell_sq_um": 9.142,
        "ys_dominant_reg_cell": "edfxtp_1",
        "synth_flops": 100,
        "topCellsByArea": "fa_1 (44%), ha_1 (11%), inv_1 (11%)",
        "top_area_share_pct": 43.74,
        "edf_count": 97,
        "syn_inst": 3735,
        "syn_area_sq_um": 34150,
        "yosys_warnings": 1,
        "top_area_cell": "fa_1",
    },
    "worst_setup_path": {
        "cp_num_buf_inv": 7,
        "cp-end-kind": "register",
        "crit_path_frequent_cell": "fa_1",
        "start_kind": "input pin",
        "crit_path_max_fanout": 9,
        "arrival_ps": 7550,
        "critical_path.cell_chain": "clkdlybuf4s50_1, buf_12, buf_12, and2_1, fa_1, inv_1, fa_1, fa_1, inv_1, fa_1, fa_1, inv_1, fa_1, inv_1, ha_1, or3_1, or3_1, a31oi_2, nor3_2, nand4_2, a31oi_2, a211oi_2, o21bai_1, xor2_1",
        "criticalPathCategory": "in -> reg",
        "slowest_delay_ps": 540,
        "cp_slowest_cell": "fa_1",
        "cp_top_family": "adder cells",
        "critical_path_required_ps": 7830,
    },
    "final_layout": {
        "fin_cells": 5352,
        "drive_gt1_share_pct": 5.452,
        "synthToLayoutAreaGrowth_pct": 13.45,
        "final_area_sq_um": 38740,
    },
    "sta": {
        "tightest_slew_ps": 931.9,
        "max_freq_mhz": 134.8,
        "slew_headroom_pct": 37.50,
        "rsz0062_at_grt": "no",
        "setup-violations-final": 0,
        "min_period_ps": 7419,
        "fin_crit_sh_pct": 96.36,
        "hold_violations": 0,
        "slew_viol_final": 0,
        "setup_ws_ps": 280.5,
        "skew_ps": 11.65,
    },
    "routing": {
        "drt-initial-drc-count": 839,
        "wl_per_cell_um": 15.60,
        "routed_via_density": 4.350,
        "wl_um": 83520,
        "drtPass1Iterations": 5,
        "ant_nets": 0,
        "drc_errors": 0,
        "vias": 23283,
        "antennaDiodeCount": 0,
    },
    "flow_run": {
        "warnings": 25,
        "drv_cap": 0,
    },
    "grt": {
        "first_global_vias": 24874,
        "antenna_found_initial": 1,
        "grt_max_degree": 36,
        "grt_pass1_wl_um": 137800,
        "grt_usage_pct": 16.12,
        "grt-ovfl-total": 0,
    },
    "pwr": {
        "fin_total_pwr_w": 0.01801,
        "powerDensity_nw_per_um2": 464.9,
        "power_leakage_nw": 19.13,
        "ir_drop_uv": 554.4,
    },
    "clock_network": {
        "cts_hold_buf": 0,
        "cts.sink_count": 100,
        "root_buffer": "clkbuf_16",
        "cts.htree.levels": 3,
        "ctsResizeCount": 0,
        "ctsLongestPathBuffers": 2,
        "path_clk_slew_ps": 80,
        "cts_tree": "built",
        "cts_buffers": 9,
        "cts_setup_buffers": 0,
        "clock.latency.late_pin_ps": 370,
    },
    "floorplanning": {
        "rows": 123,
        "core_sq_um": 112700,
        "initCoreUtil_pct": 30.31,
        "die_x_um": 339.4,
        "die_area_sq_um": 115200,
        "pin_count": 100,
        "fp.dieH_um": 339.4,
    },
    "place": {
        "dpl_worst_slack_ps": -131.0,
        "dp_hpwl_um": 68490,
        "post-place-cells": 5336,
        "place.gp.congestion": 0.8968,
        "dpl_cell_area_sq_um": 38460,
        "portBuffers": 99,
    },
    "min_path": {
        "hold_class": "reg -> reg",
    },
}
-- layout make-up --
cell class                      count  area (sq um)
Tap cell                         1500          1877
Inverter                         1011          3795
Fill cell                       11424         73910
Sequential cell                   100          2992
Clock inverter                      5         38.79
Timing Repair Buffer              269          3068
Multi-Input combinational cell   2456         26740
Clock buffer                       11         232.7
-- sequential cells by signal, summed over array words and instances, names as in the netlist --
| name | flops |
|---|---|
| ac | 16 |
| ad | 16 |
| bc | 16 |
| bd | 16 |
| out_imag | 16 |
| out_real | 16 |
| state | 3 |
| done | 1 |
-- per-layer routing --
layer | wire, um | GRT usage (%)
met1 | 37740 | 24.17
met3 | 9545 | 7.567
met5 | 13 | 0
met2 | 34630 | 22.35
met4 | 1591 | 2.440
-- per-stage QoR --
step / util (%) / TNS, ps / hold WS [ps]
final: 34.39 / 0 / 534.0
after global routing: 34.39 / 0 / 545.9
after CTS: 34.38 / 0 / 537.7
after detailed placement: 34.14 / -454.1 / 526.2
after global placement: 34.14 / -123.3 / 519.6
after floorplan: - / 0 / 512.8
-- worst paths after layout --
path / start / to / slack (ps) / cells after the start
setup / recovery: b_imag[4] / ad[14] / 280 / 24
hold / removal: state[0] / state[0] / 530 / 1
setup reg to reg: bc[0] / out_imag[14] / 4790 / 12
hold reg to reg: state[0] / state[0] / 530 / 1
max in group asynchronous: rst / state[0] / 6150 / 2
min in group asynchronous: rst / state[1] / 1340 / 2
-- placed cells by master (no fill, tap or decap), types with 5 or more instances in the layout --
cell type,n
ha_1,310
buf_4,106
o21ai_1,14
inv_1,1011
a211oi_1,6
nor2b_1,13
nand2_1,444
or3_1,11
xor2_1,30
buf_12,64
o21ai_0,12
a21boi_1,5
nand3_1,18
edfxtp_1,97
and2_1,453
nand4_1,7
nor3_1,22
nor2_1,95
a21o_1,12
nand2b_1,16
xnor2_1,129
o21a_1,13
clkdlybuf4s50_1,99
a21oi_1,34
fa_1,746
and3_1,12
clkbuf_16,9
-- power breakdown --
part	total (W)	internal (W)	switching [W]
clock network	0.000460	0.000222	0.000238
registers	0.00151	0.00151	0
logic	0.0160	0.00736	0.00868
total	0.0180	0.00909	0.00892
-- cell families after synthesis --
| logic type | Yosys count | synth area share, % |
|---|---|---|
| AOI/OAI and AO/OA | 139 | 2.953 |
| xor gates and xnor gates | 159 | 4.078 |
| adders and majority gates | 1056 | 55.10 |
| buffers and inverters | 1179 | 12.96 |
| DFF | 100 | 8.754 |
| and+or+nand+nor | 1102 | 16.16 |
Power is estimated from default activity; no workload was simulated.
