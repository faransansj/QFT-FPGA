===== flow/config.mk =====
export PLATFORM = sky130hd
export DESIGN_NAME = cordic
export DESIGN_NICKNAME = cordic
export VERILOG_FILES = /design/flow/design.v
export SDC_FILE = /design/flow/constraint.sdc
export NUM_CORES = 4
export LEC_CHECK = 1
export CORE_UTILIZATION = 30

===== flow/constraint.sdc =====
current_design cordic

set clk_period 13.8
set clk_io_pct 0.2

create_clock -name clk0 -period $clk_period [get_ports {clk}]

set non_clock_inputs [all_inputs -no_clocks]
set_input_delay [expr $clk_period * $clk_io_pct] -clock clk0 $non_clock_inputs
set_output_delay [expr $clk_period * $clk_io_pct] -clock clk0 [all_outputs]

===== flow/design.v =====
module cordic #(
    parameter WIDTH = 16,             
    parameter ITERATIONS = 16,        
    parameter FRAC_BITS = 14          
) (
    input wire clk,
    input wire rst,
    input wire start,
    input wire signed [WIDTH-1:0] theta,
    output reg signed [WIDTH-1:0] cos_out,
    output reg signed [WIDTH-1:0] sin_out,
    output reg done
);
    localparam signed [WIDTH-1:0] CORDIC_GAIN = 16'h4DBA;
    wire signed [WIDTH-1:0] atan_table [0:ITERATIONS-1];
    assign atan_table[0]  = 16'h3243;   
    assign atan_table[1]  = 16'h1DAC;   
    assign atan_table[2]  = 16'h0FAD;   
    assign atan_table[3]  = 16'h07F5;   
    assign atan_table[4]  = 16'h03FE;   
    assign atan_table[5]  = 16'h01FF;   
    assign atan_table[6]  = 16'h00FF;   
    assign atan_table[7]  = 16'h007F;   
    assign atan_table[8]  = 16'h003F;   
    assign atan_table[9]  = 16'h001F;   
    assign atan_table[10] = 16'h000F;   
    assign atan_table[11] = 16'h0007;   
    assign atan_table[12] = 16'h0003;   
    assign atan_table[13] = 16'h0001;   
    assign atan_table[14] = 16'h0000;   
    assign atan_table[15] = 16'h0000;   
    reg signed [WIDTH-1:0] x [0:ITERATIONS];
    reg signed [WIDTH-1:0] y [0:ITERATIONS];
    reg signed [WIDTH-1:0] z [0:ITERATIONS];
    integer i;
    reg [4:0] iteration;
    localparam IDLE = 2'b00;
    localparam INIT = 2'b01;
    localparam CALC = 2'b10;
    localparam DONE = 2'b11;
    reg [1:0] state;
    always @(posedge clk or posedge rst) begin
        if (rst) begin
            state <= IDLE;
            done <= 0;
            iteration <= 0;
        end
        else begin
            case (state)
                IDLE: begin
                    if (start) begin
                        state <= INIT;
                        done <= 0;
                    end
                end
                INIT: begin
                    x[0] <= CORDIC_GAIN;
                    y[0] <= 0;
                    z[0] <= theta;
                    iteration <= 0;
                    state <= CALC;
                end
                CALC: begin
                    if (iteration < ITERATIONS) begin
                        if (z[iteration] >= 0) begin
                            x[iteration+1] <= x[iteration] - (y[iteration] >>> iteration);
                            y[iteration+1] <= y[iteration] + (x[iteration] >>> iteration);
                            z[iteration+1] <= z[iteration] - atan_table[iteration];
                        end
                        else begin
                            x[iteration+1] <= x[iteration] + (y[iteration] >>> iteration);
                            y[iteration+1] <= y[iteration] - (x[iteration] >>> iteration);
                            z[iteration+1] <= z[iteration] + atan_table[iteration];
                        end
                        iteration <= iteration + 1;
                    end
                    else begin
                        state <= DONE;
                    end
                end
                DONE: begin
                    cos_out <= x[ITERATIONS];
                    sin_out <= y[ITERATIONS];
                    done <= 1;
                    state <= IDLE;
                end
            endcase
        end
    end
endmodule

===== flow/run.sh =====
#!/bin/bash
# OpenROAD 26Q1-2900-gdf79404cd8, Yosys 0.63+post, stock flow scripts
make -C /OpenROAD-flow-scripts/flow DESIGN_CONFIG=/design/flow/config.mk WORK_HOME=/design/flow/orfs finish

==> results.txt <==
Figures from the implementation reports.

- The I/O pin count is 52.
- The first-pass iteration count of the detailed router is 6.
- The floorplan step defined a die boundary enclosing roughly 0.13 sq mm.
- The maximum clock frequency is about 120 MHz.
- The class of the worst hold path is reg2reg.
- Per the timing report, the most critical flop-to-flop path finishes at z[10][15].
- For reference, the most critical setup path is categorized as reg2reg.
- The die boundary width reads 358 um.
- The area growth from synthesis to final layout is 15.5%.
- The sequential cell area fraction in the yosys report reads between 60% and 70%.
- The final hold slack is 475 ps.
- The origin of the worst setup path is iteration[2].
- The global routing report lists met1 layer usage as between 20% and 30%.
- The clock root buffer is clkbuf_16.
- According to the floorplan report, the placeable core area is ~0.13 sq mm.
- The fraction of synthesis flops using an asynchronous set or reset pin reads 1.17%.
- The deepest level of the CTS H-tree reads 3.
- The number of global-route vias before repair is 24630.
- STA shows the worst reg2reg path with a cell count of 25.
- Per the final layout report, the fraction of cells sized above drive strength 1 comes to ~16%.
- The worst reg-to-reg setup slack is 5240 ps.
- After global routing the overflow that remains totals 0.
- The post-layout total power is around 5.2 mW.
- On the worst setup and hold paths after CTS, the clock-pin slew comes to 70 ps.
- The maximum vdd ir drop is around 90 uV.
- The launching element type of the critical path is a register.
- The total via count after detailed routing reads roughly 24000.
- The latest clock arrival within the worst-skew pair reads roughly 670 ps.
- The post-detailed-placement cell area reads slightly above 0.04 sq mm.
- The start point of the worst min-delay path is x[16][2].
- The setup fix buffers added after clock tree synthesis reads 0.
- The final worst clock skew is ~32 ps.
- The weighted congestion at the end of routability-driven global placement reads between 1 and 1.5.
- The met3 routing resource usage after global routing is roughly 13%.
- The normalized max-slew margin is 32.8%.
- The initial antenna violation count is 0.
- The final routed DRC violation total is 0.
- After routing, the total negative slack on setup checks comes to 0 ps.
- With fillers left out, the area of the finished cells amounts to ~0.044 sq mm.
- The buffer levels on the longest clock path reads 3.
- Cells fill approximately a third of the core in the end.
- The most common flop cell mapped by yosys reads edfxtp_1.
- The OpenROAD warning count reads 29.
- The cell area after synthesis reads between 0.03 and 0.04 sq mm.
- For this configuration, the core starts out at a cell density of 30.2%.
- The largest total area in the synthesized netlist belongs to edfxtp_1.
- Dividing the detail-routed wire length by the instance count gives 28.0 um.
- The post-route fraction of the period consumed by the critical path is approximately 62%.
- After synthesis the netlist holds a flip-flop and latch count of around 860.
- The TritonCTS buffer count reads approximately 82.
- Setup repair after global routing left no endpoint under its margin.
- The worst path required time is ~14000 ps.
- After clock tree synthesis, the flow added hold-fix buffers numbering 0.
- Summed over all routing layers, the global router reports a total usage of approximately a fifth.
- The pin count of the biggest net entering global routing is 49.
- The vertical die dimension reported for this design is about 360 um.
- The power density over the cells is around 120 mW/mm^2.
- The clock tree from TritonCTS is built.
- The shortest clock period the worst path allows after layout is 8560 ps.
- The tally of buffers added on design ports reads a little over 50.
- The tally of yosys warning messages is 4.
- According to the Yosys statistics, the synthesized design has a chip area of 0.0379 sq mm.
- Yosys reports that the most numerous cell types are 848 x edfxtp_1, 136 x nand2_1, 132 x nor2_1.
- The reported leakage power reads between 10 and 15 nW.
- The initial detailed-routing violation count is approximately 1900.
- The met2 track demand over resource is a little under a third.
- Looking at the max-slew report, the worst-margin pin has a slew of around 1000 ps.
- In this run the most used layer during global routing was met2.
- The total wire length after detailed routing is approximately 120000 um.
- The setup violation total in the final timing report reads 0.
- The worst hold path passes through 0 cells.
- The number of cells in Yosys stat is 2522.
- The end of the worst hold path is cos_out[2].
- Synthesis handed over a netlist of about 2500 instances.
- The most numerous cell in the Yosys netlist reads edfxtp_1.
- The number of enable flip-flop cells reads around 850.
- Of all nets on the critical path, the largest fanout is between 40 and 50.
- The placed wire-length estimate after detailed placement reads approximately 77000 um.
- The startpoint of the most critical register-to-register path reads iteration[2].
- The number of distinct library cells after synthesis reads between 100 and 150.
- The endpoint arrival time on the critical path is 8890 ps.
- The final antenna-violating net count is 0.
- The wire length of the first global-routing pass reads around 180000 um.
- Per the final timing report, the hold violations number 0.
- The count of fill cells added during filler insertion is 11857.
- The run finished with clean final reports.
- The number of sinks handled by clock tree synthesis reads 858.
- The main area contributors are edfxtp_1 67%, mux2i_1 3.2%, ha_1 1.7%.
- The share of synthesized area in the top cell type comes to roughly 67%.
- The number of pins exceeding their max-slew limit in the final report reads 0.
- The number of resized instances in the post-cts repair step reads 0.
- The mean cell area of the mapped netlist is between 15 and 20 sq um.
- The endpoint type of the worst setup path is a register.
- Per the run summary, max-cap violations total 0.
- Using the TritonRoute via totals, the vias-per-cell ratio works out to 5.49.
- The number of placement rows is between 100 and 150.
## registers in the layout, indices dropped and copies added (netlist names)
name / cells
x: 272
y: 272
sin_out: 16
iteration: 5
cos_out: 16
done: 1
state: 4
z: 272
## cells by family after synthesis
logic type	count (synthesis)	share of synthesized area, %
simple gates	509	6.96
flops	858	67.8
mux	183	5.85
fa+ha+maj	53	1.76
buf+inv	199	2.60
compound gates	654	13.5
xor+xnor	66	1.52
## layout by cell type (no fill, tap or decap), types with 27 or more instances in the layout
cell type	instances
mux2i_1	119
a221oi_1	55
clkdlybuf4s50_1	51
buf_4	140
and2_1	28
a22o_1	61
xnor2_1	40
clkbuf_16	85
mux2_2	32
nor2_1	117
inv_1	46
nand2_1	136
a21oi_1	81
a22oi_1	78
o21ai_0	63
ha_1	50
nand4_1	27
nor3_1	28
edfxtp_1	848
o22ai_1	31
## metrics by stage
| step | instances | setup WS (ps) |
|---|---|---|
| 4_1_cts | 4359 | 5340 |
| 3_3_place_gp | 4214 | 5430 |
| 6_report | 4365 | 5240 |
| 2_1_floorplan | 2522 | 5380 |
| 3_5_place_dp | 4214 | 5430 |
| 5_1_grt | 4359 | 4600 |
## worst max path at each step
stage      endpoint  slack (ps)  cells past startpoint
6_report  z[10][15]        5240                     25
5_1_grt    y[5][11]        4600                     21
4_1_cts   z[10][15]        5340                     23
## worst max-delay path, stage by stage (launching register included)
cell	delay, ps
dfrtp_4	890
buf_4	670
nand2_2	280
nor2_1	200
ha_2	200
buf_4	440
a221oi_4	120
nand2_2	110
buf_4	510
mux2_2	690
nand2_1	360
a21oi_1	210
a31oi_1	100
ha_1	360
a21boi_0	300
o21ai_0	160
a21boi_0	260
o21ai_0	130
a21boi_0	290
o21ai_0	150
a21boi_0	270
o21ai_0	140
a21boi_0	310
o31a_1	210
mux2i_1	120
nor2_1	680
## layer usage
metal	vias to the layer above	wire length, um
met4	0	3790
met5	-	0
met3	199	19100
li1	10428	-
met1	11833	43700
met2	1525	55500
## final cells by class
type / count / area [sq um] / area share, %
clock inverters: 41 / 563 / 1.28
multi-input cells: 1465 / 11500 / 26.3
diodes: 6 / 15.0 / 0.0343
well taps: 1650 / 2060 / 4.71
inverters: 50 / 188 / 0.428
flip-flops and latches: 858 / 25700 / 58.7
repair buffers: 191 / 1560 / 3.56
clock buffers: 104 / 2200 / 5.02
## power by group
part,switching [mW],internal [mW],total (mW)
clock,0.978,1.36,2.34
combinational,0.00423,0.00625,0.0105
sequential,0,2.82,2.82
total,0.982,4.18,5.17
No activity file was given, so power comes from the tool's default toggle rates.
